`flow/constraint.sdc`:
```
current_design Traffic_Light_Controller

set clk_period 2.1
set clk_io_pct 0.2

create_clock -name clk0 -period $clk_period [get_ports {clk}]

set non_clock_inputs [all_inputs -no_clocks]
set_input_delay [expr $clk_period * $clk_io_pct] -clock clk0 $non_clock_inputs
set_output_delay [expr $clk_period * $clk_io_pct] -clock clk0 [all_outputs]
```
`flow/run.sh`:
```
#!/bin/bash
# OpenROAD 26Q1-2900-gdf79404cd8, Yosys 0.63+post, stock flow scripts
make -C /OpenROAD-flow-scripts/flow DESIGN_CONFIG=/design/flow/config.mk WORK_HOME=/design/flow/orfs finish
```
`flow/config.mk`:
```
export PLATFORM = sky130hd
export DESIGN_NAME = Traffic_Light_Controller
export DESIGN_NICKNAME = Traffic_Light_Controller
export VERILOG_FILES = /design/flow/design.v
export SDC_FILE = /design/flow/constraint.sdc
export NUM_CORES = 4
export LEC_CHECK = 1
export CORE_AREA = 10 10 70 70
export DIE_AREA = 0 0 80 80
```
`flow/design.v`:
```
`timescale 1ns / 1ps
module Traffic_Light_Controller(
    input clk,rst,
    output reg [2:0]light_M1,
    output reg [2:0]light_S,
    output reg [2:0]light_MT,
    output reg [2:0]light_M2
    );
    parameter  S1=0, S2=1, S3 =2, S4=3, S5=4,S6=5;
    reg [3:0]count;
    reg[2:0] ps;
    parameter  sec7=7,sec5=5,sec2=2,sec3=3;
    always@(posedge clk or posedge rst)
        begin
        if(rst==1)
        begin
        ps<=S1;
        count<=0;
        end
        else
            case(ps)
                S1: if(count<sec7)
                        begin
                        ps<=S1;
                        count<=count+1;
                        end
                    else
                        begin
                        ps<=S2;
                        count<=0;
                        end
                S2: if(count<sec2)
                        begin
                        ps<=S2;
                        count<=count+1;
                        end
                    else
                        begin
                        ps<=S3;
                        count<=0;
                        end
                S3: if(count<sec5)
                        begin
                        ps<=S3;
                        count<=count+1;
                        end
                    else
                        begin
                        ps<=S4;
                        count<=0;
                        end
                S4:if(count<sec2)
                        begin
                        ps<=S4;
                        count<=count+1;
                        end
                    else
                        begin
                        ps<=S5;
                        count<=0;
                        end
                S5:if(count<sec3)
                        begin
                        ps<=S5;
                        count<=count+1;
                        end
                    else
                        begin
                        ps<=S6;
                        count<=0;
                        end
                S6:if(count<sec2)
                        begin
                        ps<=S6;
                        count<=count+1;
                        end
                    else
                        begin
                        ps<=S1;
                        count<=0;
                        end
                default: ps<=S1;
                endcase
            end   
            always@(ps)    
            begin
                case(ps)
                    S1:
                    begin
                       light_M1<=3'b001;
                       light_M2<=3'b001;
                       light_MT<=3'b100;
                       light_S<=3'b100;
                    end
                    S2:
                    begin 
                       light_M1<=3'b001;
                       light_M2<=3'b010;
                       light_MT<=3'b100;
                       light_S<=3'b100;
                    end
                    S3:
                    begin
                       light_M1<=3'b001;
                       light_M2<=3'b100;
                       light_MT<=3'b001;
                       light_S<=3'b100;
                    end
                    S4:
                    begin
                       light_M1<=3'b010;
                       light_M2<=3'b100;
                       light_MT<=3'b010;
                       light_S<=3'b100;
                    end
                    S5:
                    begin
                       light_M1<=3'b100;
                       light_M2<=3'b100;
                       light_MT<=3'b100;
                       light_S<=3'b001;
                    end
                    S6:
                    begin 
                       light_M1<=3'b100;
                       light_M2<=3'b100;
                       light_MT<=3'b100;
                       light_S<=3'b010;
                    end
                    default:
                    begin 
                       light_M1<=3'b000;
                       light_M2<=3'b000;
                       light_MT<=3'b000;
                       light_S<=3'b000;
                    end
                    endcase
            end                
endmodule
```
==> qor.log <==
[critical_path] worst path buffer plus inverter count 2
[logic_synthesis] average instance area after synthesis 8.74 µm²
[critical_path] arrival time of data at the critical path endpoint 1.62 ns
[logic_synthesis] biggest area consumer among synthesized cells sky130_fd_sc_hd__dfrtp_1
[timing] RSZ-0062 raised after global routing false
[logic_synthesis] most popular library cell in the synthesized design by count sky130_fd_sc_hd__dfrtp_1
[critical_path] crit-path max cell delay 0.55 ns
[critical_path] CP max FO 5
[power] leakage power 0.000432 µW
[clock_network] Clock Pin Slew Worst Setup and Hold Paths 0.07 ns
[drt] post-detailed-route count of antenna-violating nets 0
[logic_synthesis] number of distinct standard cells referenced by the synthesized netlist 32
[timing] post-route minimum period 2.04 ns
[floorplanning] Initial Util 0.197
[logic_synthesis] ys flops 10
[logic_synthesis] Syn Inst Count 77
[timing] Max Fclk 490 MHz
[cells_and_area] filler instances 359
[drt] number of detailed-routing iterations run before antenna repair 4
[grt] grt total ovfl 0
[flow_run] reported max-cap violation count 0
[drt] violation count after the first detailed-route iteration 98
[power] internal power contribution 299 µW
[drt] number of inserted diodes 0
[logic_synthesis] synthesis area per yosys 673 µm²
[placement] final weighted congestion in routability-driven placement 0.882
[grt] total global-route track usage 0.0511
[drt] final routed wire length divided by cell count 11.6 µm
[timing] Final WS setup 0.0582 ns
[clock_network] number of clock buffers inserted by TritonCTS 3
[flow_run] Log Warnings 26
[status] run status complete, no violations
[clock_network] hold-fix buffers at CTS 0
[timing] worst slew margin relative to its limit 0.736
[critical_path] cell family contributing the most delay on the critical path simple AND/OR/NAND/NOR gates
[critical_path] worst endpoint required time 1.68 ns
[clock_network] Sink Count 10
[logic_synthesis] top-area cell type share of the netlist area 0.335
[critical_path] kind of start point of the critical path flop
[placement] number of port buffers 13
[critical_path] slowest stage cell on the critical path sky130_fd_sc_hd__or4_4
[cells_and_area] signed area change from the synthesized netlist to the final layout 34.4%
[logic_synthesis] biggest area cells sky130_fd_sc_hd__dfrtp_1 (33%), sky130_fd_sc_hd__dfstp_2 (3.9%), sky130_fd_sc_hd__nor2_1 (3.9%), sky130_fd_sc_hd__a21oi_1 (3.7%), sky130_fd_sc_hd__ha_1 (3.7%)
[placement] pre-CTS worst setup slack 0.156 ns
[drt] total wire length 1610 µm
[logic_synthesis] Async S/R FF share, synth 1.00
[cells_and_area] final core utilization 0.265
[logic_synthesis] flip-flops with a built-in enable 0
[timing] final setup violation count 0
[clock_network] depth of the CTS H-tree 1
[timing] Max Slew Vio Count 0
[power] Worst IR Drop VDD 0.000125 V
[power] switching part of the total power 0.197
[critical_path] critical path launch point ps[1]
[timing] ratio of final minimum period to clock period 0.972
[timing] Final Skew 0.000863 ns
[logic_synthesis] Yosys warning total 1
[floorplanning] Die ar. 6400 µm²
[drt] overall via count from detail_route 618
[critical_path] critical-path cell list buf_4 -> or4_4 -> dlygate4sd2_1
[floorplanning] placeable core area 3420 µm²
[drt] Via density 4.45
[timing] Slew @ Worst Pin 0.396 ns
[cells_and_area] fraction of final layout cells sized beyond drive strength 1 0.269
[clock_network] buffers from clock root to sink, at most 2
[placement] placed inst area 800 µm²
[power] combinational share of power 0.015
[floorplanning] number of top-level design ports 14
[clock_network] CTS root buffer sky130_fd_sc_hd__clkbuf_4
[grt] antenna violations before repair 0
[power] fraction of power consumed by the clock network 0.469
[logic_synthesis] sequential element share of the synthesized area 0.374
[power] proportion of power drawn by flip-flops and latches 0.516
[clock_network] clock latency of the later-clocked register in the worst-skew pair 0.26 ns
[cells_and_area] logic area 333 µm²
[critical_path] Setup CP Type reg -> out
[cells_and_area] Final Cell Area 905 µm²
[clock_network] clock tree from TritonCTS done
[placement] detailed placement HPWL 1100 µm
[timing] Fin Setup TNS 0 ns
[critical_path] crit path capture type primary output
[cells_and_area] sequential cell area 254 µm²
[drt] total DRC errors in the routed layout 0
[floorplanning] overall die width 80 µm
[logic_synthesis] Cell Area, Synth 673 µm²
[logic_synthesis] Top FF cell, synth sky130_fd_sc_hd__dfrtp_1
[grt] vias in the first global route 576
[power] total power per unit cell area 412 nW/µm²
[floorplanning] die outline height 80 µm
[logic_synthesis] yosys cell count 77
[timing] number of hold violations in the final report 0
[grt] global-route wire length before repair 2770 µm
[logic_synthesis] Synth top cells by count sky130_fd_sc_hd__dfrtp_1 (9), sky130_fd_sc_hd__nor2_1 (7), sky130_fd_sc_hd__clkbuf_1 (6), sky130_fd_sc_hd__inv_1 (6)
[critical_path] FF-to-FF Start ps[1]
[floorplanning] row count 21
[min_path] HP Class in -> async
[grt] pin count of the biggest net entering global routing 12
[power] net load switching power 73.6 µW
## logic make-up (layout without fill, tap and decap cells)
kind of cell | after synthesis | count (layout) | synth area share
flops | 10 | 10 | 0.374
buf+inv | 16 | 32 | 0.136
compound gates | 18 | 18 | 0.182
mux | 1 | 1 | 0.0149
simple gates | 30 | 30 | 0.257
fa+ha+maj | 2 | 2 | 0.0372
## routing by layer
layer / part of all wire / track usage / vias to the layer above
li1: - / - / 293
met1: 0.45 / 0.0720 / 292
met2: 0.45 / 0.0746 / 31
met3: 0.088 / 0.0136 / 2
met4: 0.011 / 0.0141 / 0
met5: 0 / 0 / -
## path summary, 6_finish.rpt
path	to	slack [ns]	cells past startpoint
max reg2reg	count[0]	0.47	5
min	ps[4]	0.43	2
min reg2reg	count[0]	0.53	1
max in group asynchronous	ps[0]	1.35	2
max	light_M2[2]	0.06	3
min in group clk0	count[0]	0.53	1
## cells in the final DEF (no fill, tap or decap), types with 3 or more instances in the layout
master                            count
sky130_fd_sc_hd__clkdlybuf4s50_1     10
sky130_fd_sc_hd__buf_4                9
sky130_fd_sc_hd__nor2_1               7
sky130_fd_sc_hd__dfrtp_1              7
sky130_fd_sc_hd__inv_1                6
sky130_fd_sc_hd__nand2_1              5
sky130_fd_sc_hd__a21oi_1              5
sky130_fd_sc_hd__nor3_1               5
sky130_fd_sc_hd__o21ai_0              4
sky130_fd_sc_hd__clkbuf_4             3
## sequential cells by signal (all words and copies together), names as in the netlist
name,flops
count,4
ps,6
## repair_timing
item,CTS,global route
endpoints found under the setup margin,3,2
gates resized,4,2
pin swaps,3,1
setup buffers,6,2
## metrics by stage
| stage | total power (µW) | hold WS [ns] | instances |
|---|---|---|---|
| floorplan | 199 | 0.259 | 77 |
| global placement | 202 | 0.511 | 127 |
| detailed placement | 202 | 0.518 | 127 |
| CTS | 378 | 0.436 | 137 |
| global route | 391 | 0.465 | 139 |
| finish | 373 | 0.431 | 139 |
## power by group through the flow
| stage | Combinational [µW] | Sequential (µW) | Clock, µW |
|---|---|---|---|
| 4_1_cts | 5.94 | 192 | 180 |
| 6_report | 5.62 | 193 | 175 |
| 5_1_grt | 6.54 | 192 | 192 |
## cell type report
| cell class | count | share of cell area |
|---|---|---|
| Inverter | 6 | 0.0249 |
| Tap cell | 46 | 0.0636 |
| Multi-Input combinational cell | 51 | 0.368 |
| Clock buffer | 4 | 0.0401 |
| Timing Repair Buffer | 22 | 0.223 |
| Sequential cell | 10 | 0.281 |
Power figures rest on the tool's default switching activity, not on a simulated workload.
